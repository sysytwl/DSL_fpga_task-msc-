===== config.mk =====
export PLATFORM = sky130hd
export DESIGN_NAME = VGA_Sig_Gen
export DESIGN_NICKNAME = VGA_Sig_Gen
export VERILOG_FILES = /design/flow/design.v
export SDC_FILE = /design/flow/constraint.sdc
export NUM_CORES = 4
export LEC_CHECK = 1
export CORE_UTILIZATION = 50

===== constraint.sdc =====
current_design VGA_Sig_Gen

set clk_period 3.7
set clk_io_pct 0.2

create_clock -name clk0 -period $clk_period [get_ports {CLK}]

set non_clock_inputs [all_inputs -no_clocks]
set_input_delay [expr $clk_period * $clk_io_pct] -clock clk0 $non_clock_inputs
set_output_delay [expr $clk_period * $clk_io_pct] -clock clk0 [all_outputs]

===== design.v =====
module VGA_Sig_Gen #(
  parameter color_background = 8'h00
)(  
  input             CLK, 
  input             RESET,  
  input [7:0]      CONFIG_COLOURS,
  output            DPR_CLK,
  output reg [9:0] VGA_ADDR_H,
  output reg [9:0] VGA_ADDR_V,
  input            VGA_DATA,
  output            VGA_HS,
  output            VGA_VS,
  output reg [7:0]  VGA_COLOUR  
);
localparam HTpw   = 96; 
localparam HTDisp  = 640; 
localparam Hbp   = 48; 
localparam Hfp  = 16; 
localparam HTs   = HTpw + HTDisp + Hbp + Hfp; 
localparam VTpw   = 2; 
localparam VTDisp   = 480; 
localparam Vbp   = 29; 
localparam Vfp    = 10; 
localparam VTs   = Vfp + VTDisp + VTpw + Vbp; 
reg [9:0] HCount;   
reg [9:0] VCount;   
always @(posedge CLK) begin
  if(RESET) begin
    HCount <= 0;
    VCount <= 0;
  end
  else if(HCount >= HTs) begin
    HCount <= 0;
    VCount <= VCount + 1;
  end
  else if(VCount >= VTs) begin
    VCount <= 0;
    HCount <= 0;
  end
  else begin
    HCount <= HCount + 1;
  end
end
assign VGA_HS = ~((HCount >= Hfp+HTDisp) && (HCount < Hfp+HTDisp+HTpw));
assign VGA_VS = ~((VCount >= Vfp+VTDisp) && (VCount < Vfp+VTDisp+VTpw));
always @(posedge CLK) begin
  if(RESET)begin
    VGA_ADDR_H <= 0;
    VGA_ADDR_V <= 0;
  end
  else if(VCount <= VTDisp && HCount <= HTDisp) begin
    VGA_ADDR_H <= HCount;
    VGA_ADDR_V <= VCount;
    VGA_COLOUR <= (VGA_DATA ? CONFIG_COLOURS : color_background);  
  end
  else begin
    VGA_COLOUR <= 8'b0;
  end
end
assign DPR_CLK = CLK;
endmodule 

===== run.sh =====
#!/bin/bash
# OpenROAD 26Q1-2900-gdf79404cd8, Yosys 0.63+post, stock flow scripts
make -C /OpenROAD-flow-scripts/flow DESIGN_CONFIG=/design/flow/config.mk WORK_HOME=/design/flow/orfs finish

==> results.txt <==
Implementation status.

- The flow ran to the end, and the final reports show no timing, DRC or antenna violations.
- Per the repair_timing log after CTS, setup buffers inserted total 0.
- During placement, the flow inserted port buffers numbering just over 40.
- The proportion of layout cells with a drive suffix above 1 is 0.142.
- The worst setup path is launched from a clock port.
- The headroom to the max-slew limit is 0.496.
- In this run the VDD rail shows a maximum IR drop of 0.326 mV.
- The post-synthesis area per instance is 9.77 um^2.
- STA lists the startpoint of the worst register-to-register path as VCount[1]$_SDFFE_PP0P_.
- The detailed router finished its first iteration with approximately 220 violations.
- In this run the tools logged warnings totalling 33.
- The worst hold path depth is 2.
- Per the layout report, the design carries 306 filler cells.
- In this run the count of I/O pins placed on the die edge is between 40 and 50.
- Per Yosys stat, the portion of area used by sequential elements is 0.482.
- The setup violation total in the final timing report is 0.
- Per the detailed-route log, wirelength across all metal layers totals roughly 4700 um.
- The endpoint of the worst hold-timing path is VGA_ADDR_V[0]$_SDFFE_PP0P_.
- The worst hold path begins at VGA_ADDR_V[0]$_SDFFE_PP0P_.
- The global route stage reports its total congestion overflow as 0.
- Checking hold timing, the worst path is listed with class register to register.
- Per the detail_route report, DRC violations left total 0.
- The global-route usage over all layers is 0.229.
- The net switching share of the total power is 0.203.
- The area taken by flip-flops and latches is roughly 1000 um^2.
- The final HPWL from detailed placement is about 3100 um.
- Once the clock tree was built, the resizer swapped 0 gates to a different size.
- The ratio of total power to cell area is about 370 nW/um^2.
- Looking at the reg2reg group, the worst path ends at VGA_ADDR_H[2]$_SDFFE_PP0P_.
- The wire length of the first global-routing pass is roughly 7500 um.
- TritonCTS built the clock tree.
- Yosys attributes the largest share of cell area to sky130_fd_sc_hd__dfxtp_1, sky130_fd_sc_hd__edfxtp_1, sky130_fd_sc_hd__a31o_2.
- In the synthesized netlist the dominant register cell turns out to be sky130_fd_sc_hd__dfxtp_1.
- The combinational cell fraction of total power is 0.048.
- The area taken by multi-input combinational cells is reported as 1010 um^2.
- The remaining antenna violation count is 0.
- The area enclosed by the die boundary is 4580 um^2.
- The registers of the reported paths see a clock transition of 0.08 ns.
- The via count of the first global-routing pass came to around 1,600.
- The leakage power summed over all cells is 1.01 nW.
- Counting cells, the worst reg-to-reg path comes to 7.
- The mapped netlist covers around 2200 um^2.
- Entering global routing, the biggest net connects 37 pins.
- The endpoint kind of the worst setup timing path is an output port.
- The share of the core filled by cells before placement is 0.528.
- The insertion delay of the later-clocked pin in the worst-skew pair is approximately 0.40 ns.
- The synthesized instance count is between 200 and 250.
- The post-synth register bit count is 48.
- OpenSTA lists the critical path startpoint as CLK.
- The first-pass iteration count of the detailed router is 4.
- The via-per-instance ratio is about 5.7.
- The count of cell types in the netlist is 42.
- The routed length per placed instance is 15.2 um.
- The critical path arrival is approximately 2.5 ns.
- The core footprint is 4090 um^2.
- At the pin with the least slew margin, the transition time is roughly 0.75 ns.
- Setup repair after global routing left no endpoint under its margin.
- The reg-to-reg setup timing slack is around 1.5 ns.
- The area fraction of the largest cell type after synthesis is 0.371.
- The final sum of negative setup slack is 0 ns.
- The area of all placed cells without fillers is about 2700 um^2.
- For reference, the final report shows the max-slew violation count at 0.
- Per the synthesis report, the dominant area consumer among library cells is sky130_fd_sc_hd__dfxtp_1.
- The post-placement cell area is 2590 um^2.
- Yosys mapped a number of flops with a built-in enable equal to 8.
- The weighted congestion reported at the end of routability-driven placement is 0.919.
- Once layout is complete, the utilization of the core stands at 0.667.
- Compared with the post-synthesis result, the final layout area differs by 26.3%.
- The chip area line in the Yosys stat output reads between 2000 and 2500 um^2.
- The number of cells in the yosys synthesis report is 221.
- The site row count is 23.
- The internal portion of total power is slightly above 0.8 mW.
- In this run the horizontal extent of the chip is just under 70 um.
- The initial antenna violation count came to 0.
- The post-CTS hold buffer count recorded in the log is 0.
- The async set or reset register ratio after synthesis is 0.
- Across the routed clock network, the largest skew measured is 0.00939 ns.
- In the final report, the number of hold violations comes to 0.
- Summing internal, switching and leakage power gives 1.01 mW.
- Of the total power, registers draw 0.538.
- The max-capacitance violation count is 0.
- The vertical die dimension reported for this design is about 68 um.
- The net switching power of the design is just over 0.2 mW.
- The count of yosys warnings during synthesis is 1.
- The highest net fanout along the worst path is 2.
- The number of antenna diodes in the final layout is 0.
- The worst endpoint required time is roughly 3.0 ns.
- Of the total power, the clock network draws 0.414.
- The detailed-route via count is approximately 1,800.
- The worst setup path is of the clock port to output port kind.
worst max path at each step:
stage | end | slack [ns] | cells past startpoint
5_1_grt | DPR_CLK | 0.47 | 3
6_report | DPR_CLK | 0.49 | 3
4_1_cts | DPR_CLK | 0.48 | 3
layout make-up:
cell class | count | area share
Clock buffer | 11 | 0.0505
Clock inverter | 1 | 0.00321
Timing Repair Buffer | 45 | 0.161
Multi-Input combinational cell | 148 | 0.370
Inverter | 8 | 0.0110
Tap cell | 50 | 0.0229
Sequential cell | 48 | 0.382
cells by family after synthesis:
family	synth area share
compound gates	0.165
flops	0.482
simple gates	0.225
buf+inv	0.0504
mux	0.00464
fa+ha+maj	0.0406
xor+xnor	0.0325
routing by layer:
| layer | vias to the layer above | wire [um] | GRT usage |
|---|---|---|---|
| met5 | - | 0 | 0 |
| met4 | 0 | 57 | 0.0585 |
| li1 | 902 | - | - |
| met3 | 5 | 445 | 0.0908 |
| met1 | 799 | 2320 | 0.371 |
| met2 | 73 | 1910 | 0.288 |
critical path: stages:
cell                              delay (ns)
sky130_fd_sc_hd__clkbuf_8               0.11
sky130_fd_sc_hd__clkbuf_8               0.12
sky130_fd_sc_hd__clkdlybuf4s50_1        0.39
through the flow:
step / cells / hold WS, ns / setup WS (ns)
final: 311 / 0.468 / 0.491
after global routing: 311 / 0.508 / 0.469
after CTS: 311 / 0.472 / 0.482
after detailed placement: 300 / 0.457 / 0.743
after global placement: 300 / 0.451 / 0.743
after floorplan: 221 / 0.424 / 1.01
flip-flops by register name, indices dropped and copies added (netlist names):
register,count
VGA_ADDR_H,10
VGA_ADDR_V,10
VCount,10
HCount,10
VGA_COLOUR,8
power groups by stage:
| stage | Clock, mW | Sequential, mW | Combinational, mW |
|---|---|---|---|
| CTS | 0.430 | 0.546 | 0.0487 |
| global route | 0.460 | 0.547 | 0.0527 |
| finish | 0.420 | 0.546 | 0.0483 |
synth_stat cells (all sizes together), types with 2 or more instances:
cell type and instances:
a211oi 3, a21oi 3, a311oi 2, a31o 18, and3 13, buf 6, clkbuf 11, dfxtp 40
edfxtp 8, ha 7, inv 8, nand2 14, nand3 8, nand4 4, nor2 17, nor3 7
nor4 4, nor4b 11, o2111ai 2, o211ai 4, o21a 2, o21ai 6, or4 3, xnor2 4
xor2 4
layout by cell type, fill, tap and decap left out, types with 4 or more instances in the layout:
cell type                         Yosys  layout
sky130_fd_sc_hd__a31o_2              18      18
sky130_fd_sc_hd__and3_1              13      13
sky130_fd_sc_hd__buf_4                1       5
sky130_fd_sc_hd__clkbuf_8             0       9
sky130_fd_sc_hd__clkdlybuf4s50_1      0      41
sky130_fd_sc_hd__dfxtp_1             40      40
sky130_fd_sc_hd__edfxtp_1             8       8
sky130_fd_sc_hd__ha_1                 7       7
sky130_fd_sc_hd__inv_1                8       8
sky130_fd_sc_hd__nand2_1             14      14
sky130_fd_sc_hd__nand3_1              8       8
sky130_fd_sc_hd__nand4_1              4       4
sky130_fd_sc_hd__nor2_1              17      17
sky130_fd_sc_hd__nor3_1               7       7
sky130_fd_sc_hd__nor4_1               4       4
sky130_fd_sc_hd__nor4b_1             11      11
sky130_fd_sc_hd__o211ai_1             4       4
sky130_fd_sc_hd__o21ai_0              5       4
sky130_fd_sc_hd__xnor2_1              4       4
sky130_fd_sc_hd__xor2_1               4       4
No activity file was given, so power comes from the tool's default toggle rates.
