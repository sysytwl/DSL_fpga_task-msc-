==> design/flow/design.v <==
`timescale 1ns / 1ps
module IRTransmitterSM(
    input CLK,
    input [3:0] COMMAND,
    input SEND_PACKET,
    input RESET,
    output IR_LED,
    output PHASE_FINISHED,
    output [3:0] CURR_STATE,
    output [3:0] NEXT_STATE,
    output CAR_CLK,
    output SEND_PACKET_REC,
    output [3:0] CURR_COMMAND,
    output [3:0] COMMAND_COUNT,
    output NOT_CAR_CLK,
    output [24:0] CLK_COUNT,
    output [24:0] CLK_COUNT_TARGET,
    output CLK_COUNT_FINISHED,
    output [15:0] CLK_COUNTER
    );
    reg ir_led;
    reg [3:0] curr_state;
    reg [3:0] next_state;
    reg [3:0] curr_command;
    reg [3:0] command_count;
    reg [7:0] pulse_count;
    reg [7:0] pulse_count_target;
    reg phase_finished;   
    reg out;
    reg send_packet_rec;
    reg [15:0] clk_counter;
    reg [24:0] clk_count;
    reg [24:0] clk_count_target;
    reg clk_count_finished;
    reg car_clk;
    reg not_car_clk;
    assign CURR_COMMAND = curr_command;
    assign COMMAND_COUNT = command_count;
    assign IR_LED = ir_led;
    assign CURR_STATE = curr_state;
    assign NEXT_STATE = next_state;
    assign CAR_CLK = car_clk;
    assign SEND_PACKET_REC = send_packet_rec;
    assign NOT_CAR_CLK = not_car_clk;
    assign CLK_COUNT = clk_count;
    assign CLK_COUNT_TARGET = clk_count_target;
    assign CLK_COUNT_FINISHED = clk_count_finished;
    assign CLK_COUNTER = clk_counter;
    parameter StartBurstSize = 191;
    parameter CarSelectBurstSize = 47;
    parameter GapSize = 25;
    parameter AssertBurstSize = 47;
    parameter DeAssertBurstSize = 22;
    initial begin  
        clk_count_target = 0;  
        clk_count = 0;
        send_packet_rec = 0;
        curr_state = 4'd3;
        next_state = 4'd3;
        clk_counter = 0;
        car_clk=0;
        command_count = 3'd0;
        pulse_count = 8'b00000000;
        phase_finished = 0;
        pulse_count_target = 0;
        out = 0;
        curr_command = 4'd0000;
    end
    always@(posedge CLK)begin
        if(curr_state == 3 || curr_state == 1)begin
            clk_counter <=0;
            car_clk <=0;
        end
        else begin
            if(clk_counter == 1388)begin
                car_clk = ~car_clk;
                clk_counter<=0;
            end
            else
                clk_counter <= clk_counter +1;
        end
    end
    always@(car_clk)
        not_car_clk <= ~car_clk;
    always@(posedge CLK) begin
       curr_state <= next_state;
    end
    always@(posedge CLK)begin
        if(clk_count_finished)
            clk_count<=0;
        else begin
            if(curr_state != 3)
                clk_count <= clk_count + 1;
        end
    end
    always@(*)begin
        if(clk_count == clk_count_target)begin
            clk_count_finished <=1;
        end
        else
            clk_count_finished <=0;
    end
    always@(posedge clk_count_finished)begin
        if(curr_state == 0)begin
            command_count <= 0;
            curr_command <= COMMAND;
        end
        else if(curr_state == 2)begin
            command_count <= command_count +1;
            curr_command <= curr_command;
        end
        else if(curr_state == 5 || curr_state == 4)begin
            command_count <= command_count+1;
            curr_command <= curr_command << 1;
        end  
        else begin
            command_count <= command_count;
            curr_command <= curr_command;
        end
    end 
    always@(posedge CLK)begin
        if(SEND_PACKET)
            send_packet_rec <=1;
        else if(send_packet_rec == 1 && curr_state == 3)
            send_packet_rec <=1;
        else
            send_packet_rec <=0;
    end
    always@(*)begin 
        case(curr_state)
            4'd0    :begin
                pulse_count_target <= StartBurstSize;
                clk_count_target <= (StartBurstSize * 2) * 1389 - 1;
            end
            4'd1    :begin
                pulse_count_target <= 0;
                clk_count_target <= GapSize * 2 * 1389 - 1;
            end
            4'd2    :begin
                pulse_count_target <= CarSelectBurstSize;
                clk_count_target <= (CarSelectBurstSize * 2 ) * 1389 - 1;
            end
            4'd3    :begin
                pulse_count_target <= 1;
                clk_count_target <= 0;
            end
            4'd4    :begin
                pulse_count_target <= AssertBurstSize;
                clk_count_target <= (AssertBurstSize* 2 ) * 1389 - 1;
            end
            4'd5    :begin
                pulse_count_target <= DeAssertBurstSize;
                clk_count_target <= (DeAssertBurstSize* 2 ) * 1389 - 1;
            end
            default :begin
                pulse_count_target <= 0;
                clk_count_target <= 0;
            end
        endcase
    end
    always@(phase_finished or send_packet_rec or curr_state or pulse_count or clk_count_finished)begin
        case (curr_state)
            4'd0    :begin
                if(clk_count_finished)begin
                    next_state <= 4'd1;
                end
                else begin
                    next_state <= curr_state;         
                end
            end
            4'd1    :begin
                if(clk_count_finished)begin
                    if(command_count == 0)begin
                        next_state<=4'd2;
                    end
                    else begin
                        if(command_count < 5) begin
                            if((curr_command & 4'b1000) == 4'b1000)begin
                                next_state<=4'd4;
                            end
                            else begin
                                next_state<=4'd5;
                            end
                        end
                        else begin
                            next_state <= 4'd3;
                        end
                    end
                end
                else begin
                    next_state <= curr_state;
                end
            end
            4'd2    :begin
                if(clk_count_finished)begin
                    next_state <= 4'd1;
                end
                else begin
                    next_state <= curr_state;
                end
            end
            4'd3    :begin
                if(send_packet_rec)begin
                    next_state <= 4'd0;               
                end
                else begin 
                    next_state <= curr_state;
                end
            end
            4'd4    :begin
                if(clk_count_finished)begin
                    next_state <= 4'd1;
                end
                else begin
                    next_state <= curr_state;
                end
            end
            4'd5    :begin
                if(clk_count_finished)begin
                    next_state <= 4'd1;
                end 
                else begin
                    next_state <= curr_state;
                end
            end
            default:    begin
                next_state<= 0;
            end
        endcase
      end      
    always@(car_clk or curr_state)begin
        if(curr_state == 1||curr_state == 3)
            ir_led<=0;
        else begin
                ir_led<=car_clk;
        end
    end
endmodule
`timescale 1ns / 1ps
module IRTransmitter #(
  parameter  [7:0] IRBaseAddress = 8'h90,  
  parameter  [3:0] RESET_COMMAND=4'h0     
)(
    input CLK,              
    input RESET,            
    input [7:0] BUS_ADDR,   
    input [7:0] BUS_DATA,   
    input BUS_WE,           
    input BUS_CLK,
    output IR_LED           
);
wire SEND_PACKET;
reg [3:0] command;
IRTransmitterSM IR(
    .CLK(CLK),           
    .RESET(RESET),       
    .IR_LED(IR_LED),     
    .COMMAND(command),   
    .SEND_PACKET(SEND_PACKET)  
);
TenHz_cnt Ten_Hz (
    .CLK(CLK),           
    .SEND_PACKET(SEND_PACKET),  
    .RESET(RESET)        
);
always@(posedge BUS_CLK) begin
    if (RESET)  
        command <= RESET_COMMAND;   
    else if (BUS_WE & (BUS_ADDR == IRBaseAddress))  
        command <= BUS_DATA[3:0];   
end
endmodule 
`timescale 1ns / 1ps
module TenHz_cnt(
    input CLK,
    output SEND_PACKET,
    input RESET
    );
    parameter COUNTER_MAX = 10000000;
    reg [24:0] count_value;
    reg Trigger_out;
    always@(posedge CLK) begin
            if(count_value == COUNTER_MAX)
                count_value <= 0;
            else
                count_value <= count_value+1;
    end
    always@(posedge CLK)begin
            if(count_value == COUNTER_MAX)
                Trigger_out <= 1;
            else
                Trigger_out <= 0;
    end
    assign SEND_PACKET = Trigger_out;
    initial begin
        count_value = 0;
    end
endmodule
==> design/flow/run.sh <==
#!/bin/bash
# OpenROAD 26Q1-2900-gdf79404cd8, Yosys 0.63+post, stock flow scripts
make -C /OpenROAD-flow-scripts/flow DESIGN_CONFIG=/design/flow/config.mk WORK_HOME=/design/flow/orfs finish
==> design/flow/config.mk <==
export PLATFORM = sky130hd
export DESIGN_NAME = IRTransmitter
export DESIGN_NICKNAME = IRTransmitter
export VERILOG_FILES = /design/flow/design.v
export SDC_FILE = /design/flow/constraint.sdc
export NUM_CORES = 4
export LEC_CHECK = 1
export CORE_UTILIZATION = 30
==> design/flow/constraint.sdc <==
current_design IRTransmitter

set clk_period 3.1
set clk_io_pct 0.2

create_clock -name clk0 -period $clk_period [get_ports {BUS_CLK}]
create_clock -name clk1 -period $clk_period [get_ports {CLK}]

set non_clock_inputs [all_inputs -no_clocks]
set_input_delay [expr $clk_period * $clk_io_pct] -clock clk0 $non_clock_inputs
set_output_delay [expr $clk_period * $clk_io_pct] -clock clk0 [all_outputs]
==> flow_summary_export.csv <==
group,metric,value,unit
yosys,syn_area,3880,um^2
yosys,ys_top_cells_by_count,"dfxtp_1 (77), nor2_1 (71), nand2_1 (37)",
routing,route.met2.wl,3.06,mm
die,fp.dieH,116,um
routing,vias,2959,
yosys,ys_chip_area,3880,um^2
status,status,"finished clean",
routing,drcViolationCount,0,
yosys,most_common_cell,"dfxtp_1",
sta,untimed_endpoints,12,
yosys,yosys_warnings,3,
power,ir_worst_vdd,0.200,mV
routing,top_layer,"met4",
yosys,yosysCellCount,434,
routing,drt-vias-per-instance,4.65,
routing,met1Wirelength,3.86,mm
sta,fin_tns_setup,0,ns
global_route,grt_pass1_wl,12.8,mm
die,dieArea,13400,um^2
clock_network,cts_resized,0,
yosys,synth.avg_cell_area,8.94,um^2
layout,drive_gt1_frac,0.0731,
run,tool_warnings,33,
layout,fin_cells,637,
worst_setup_path,crit_required,3.13,ns
yosys,top_cell_area_share,0.397,
power,combPwrFrac,0.009,
clock_network,cts_hold_buf,0,
clock_network,cts_tree,"built",
sta,timing.final.ws_setup,0.595,ns
layout,area_growth,18.9,%
sta,worstMarginPinSlew,0.782,ns
placement,dp_hpwl,5.01,mm
yosys,ys_async_sr_fraction,0,
die,fp-utilization,0.308,
yosys,syn_inst,434,
global_route,overflow,0,
worst_setup_path,worstSetupPathType,"flip-flop to flip-flop",
sta,slew_headroom,0.474,
sta,fin_skew,0.00395,ns
placement,dp.cells,618,
sta,hold_violations,0,
global_route,antenna_found_initial,0,
global_route,grt_start_max_net_pins,20,
placement,portBuffers,15,
yosys,ys_seq_frac,0.451,
routing,met3_length,304,um
power,cellPowerDensity,470,nW/um^2
power,p_leak,0.00178,uW
yosys,synthFlopType,"dfxtp_1",
sta,unclocked_pins,8,
routing,detail-route-antenna-nets,0,
worst_setup_path,cp.arrival,2.54,ns
global_route,grt_pass1_vias,2834,
clock_network,clk_pin_slew,0.06,ns
placement,place_congestion,0.802,
routing,dr.pass1.iters,4,
yosys,area_leaders,"dfxtp_1 (40%), xor2_1 (8.1%), nor2_1 (6.9%)",
clock_network,cts_setup_buffers,0,
worst_setup_path,worstSetupEndpointType,"flip-flop",
die,ioPinCount,21,
worst_setup_path,critPathLaunchType,"flip-flop",
global_route,track_usage,0.119,
power,p_clk_frac,0.538,
die,die_w,116,um
sta,rsz0062_at_grt,"no",
run,drv_cap,0,
power,intPower,1750,uW
hold_path,hp-class,"flip-flop to flip-flop",
yosys,synth-edff-count,7,
routing,wl_per_cell,11.5,um
sta,slew_violations,0,
routing,wirelength,7.30,mm
yosys,synth_cell_types,45,
yosys,synth_top_cell_by_area,"dfxtp_1",
die,std_cell_rows,41,
yosys,synth_flops,84,
power,switchingPower,421,uW
routing,drtIter0Drc,121,
sta,finalSetupViolCount,0,
routing,insertedDiodeCount,0,
layout,utilization,0.366,
power,p_sw_frac,0.194,
die,core_area,12600,um^2
worst_setup_path,cp_max_fo,11,
placement,dp_worst_setup_slack,0.639,ns
power,seqPwrFrac,0.453,
cell type report:
type	count	area (um^2)
repair buffers	23	210
well taps	172	215
fillers	1254	8000
inverters	11	41.3
flip-flops and latches	84	1750
multi-input cells	328	2040
clock buffers	15	332
clock inverters	4	27.5
layout by cell type, fill, tap and decap left out, drive strengths merged, types with 2 or more instances in the layout:
| master | count |
|---|---|
| clkbuf | 15 |
| nand2b | 7 |
| nand4 | 14 |
| nand3b | 2 |
| nand2 | 37 |
| nor3 | 11 |
| nand3 | 22 |
| nor4b | 5 |
| nor2 | 71 |
| a21oi | 15 |
| and3 | 19 |
| buf | 8 |
| clkdlybuf4s50 | 15 |
| and2 | 4 |
| nor4 | 6 |
| o21ai | 7 |
| o22ai | 2 |
| dfxtp | 77 |
| and4 | 4 |
| mux2i | 6 |
| mux2 | 3 |
| a2111oi | 3 |
| or3 | 3 |
| xnor2 | 28 |
| inv | 12 |
| edfxtp | 7 |
| a211o | 2 |
| clkinv | 2 |
| xor2 | 36 |
| ha | 7 |
| a311oi | 2 |
flip-flops by register name, indices dropped and copies added (netlist names):
| signal | count |
|---|---|
| IR.curr_state | 3 |
| IR.send_packet_rec | 1 |
| IR.clk_counter | 16 |
| Ten_Hz.Trigger_out | 1 |
| Ten_Hz.count_value | 25 |
| IR.clk_count | 25 |
| IR.curr_command | 4 |
| IR.car_clk | 1 |
| command | 4 |
| IR.command_count | 4 |
metrics by stage:
step / cell area, um^2 / hold slack, ns / power (uW)
4_1_cts: 4620 / 0.428 / 2200
3_5_place_dp: 4260 / 0.408 / 1020
2_1_floorplan: 3880 / 0.395 / 1000
3_3_place_gp: 4260 / 0.404 / 1020
6_report: 4620 / 0.428 / 2170
5_1_grt: 4620 / 0.443 / 2250
routing by layer:
layer | GRT usage | vias to the layer above
li1 | - | 1546
met1 | 0.185 | 1362
met2 | 0.178 | 44
met3 | 0.0245 | 7
met4 | 0.0197 | 0
met5 | 0 | -
logic make-up after synthesis:
kind of cell,count (synthesis),synth area share
fa+ha+maj,7,0.0226
xor+xnor,64,0.144
simple gates,211,0.269
buf+inv,22,0.0251
mux,9,0.0242
compound gates,37,0.0635
flops,84,0.451
final timing paths:
kind,to,depth (start not counted),slack (ns),start
min in group clk0,command[2]$_SDFFE_PP0P_,2,0.50,command[2]$_SDFFE_PP0P_
worst min register to register,IR.send_packet_rec$_SDFF_PP1_,1,0.43,Ten_Hz.Trigger_out$_DFF_P_
max in group clk0,IR_LED,3,0.90,IR.curr_state[2]$_DFFE_PP_
worst min-delay path,IR.send_packet_rec$_SDFF_PP1_,1,0.43,Ten_Hz.Trigger_out$_DFF_P_
worst max-delay path,IR.curr_state[1]$_DFFE_PP_,7,0.60,IR.curr_state[0]$_DFFE_PP_
worst max register to register,IR.curr_state[1]$_DFFE_PP_,7,0.60,IR.curr_state[0]$_DFFE_PP_
power groups by stage:
stage         Combinational [uW]  Sequential (uW)  Clock, uW
CTS                         19.8              983       1190
global route                21.2              982       1240
finish                      19.6              983       1170
worst max-delay path, cell delays in order (launching register included):
cell and delay, ns:
edfxtp_1 0.47, buf_4 0.22, o21ai_0 0.30, o21a_1 0.26, mux2i_1 0.11, a2111oi_2 0.40
a32o_1 0.23, o41a_1 0.21
Power figures rest on the tool's default switching activity, not on a simulated workload.
