## config.mk

```make
export PLATFORM = sky130hd
export DESIGN_NAME = Timer
export DESIGN_NICKNAME = Timer
export VERILOG_FILES = /design/flow/design.v
export SDC_FILE = /design/flow/constraint.sdc
export NUM_CORES = 4
export LEC_CHECK = 1
export CORE_AREA = 10 10 70 70
export DIE_AREA = 0 0 80 80
```

## constraint.sdc

```tcl
current_design Timer

set clk_period 1.9
set clk_io_pct 0.2

create_clock -name clk0 -period $clk_period [get_ports {CLK}]

set non_clock_inputs [all_inputs -no_clocks]
set_input_delay [expr $clk_period * $clk_io_pct] -clock clk0 $non_clock_inputs
set_output_delay [expr $clk_period * $clk_io_pct] -clock clk0 [all_outputs]
```

## design.v

```verilog
module clk_divider #(
  parameter divider = 5'd1
)(
  input CLK,
  input RESET,
  output reg divided_clk
);
reg [31:0] Counter;
always@(posedge CLK) begin
  if(RESET) begin
    Counter <= 0;
    divided_clk <= 1'b0;
  end
  else begin
    Counter <= Counter + 1'b1;
    divided_clk <= Counter[divider];
  end
end
endmodule
module clk_divider_cfb(
  input CLK,
  input RESET,
  input [4:0] divider,
  output reg divided_clk
);
reg [31:0] Counter;
always@(posedge CLK) begin
  if(RESET) begin
    Counter <= 0;
    divided_clk <= 0;
  end
  else begin
    Counter <= Counter + 1'b1;
    divided_clk <= Counter[divider];
  end
end
endmodule
module Timer #(
  parameter [7:0] TimerBaseAddr = 8'hF0,   
  parameter InitialIterruptRate = 7,
  parameter InitialIterruptEnable = 1'b1,   
  parameter InterruptAutoReset = 1,
  parameter Initialclk_divider_value = 7  
)(
  input       CLK,
  input       RESET,
  inout [7:0] BUS_DATA,
  input [7:0] BUS_ADDR,
  input       BUS_WE,
  output      BUS_INTERRUPT_RAISE
);
reg InterruptEnable;
reg Interrupt_auto_Reset;  
reg InterruptEnable_en;
always@(posedge CLK)begin
  if(RESET) begin
    InterruptEnable <= InitialIterruptEnable;
    Interrupt_auto_Reset <= InterruptAutoReset;
    InterruptEnable_en <= 0;
  end
  else if((BUS_ADDR == TimerBaseAddr) && BUS_WE)
    InterruptEnable <= BUS_DATA[7];
  else if ((BUS_ADDR == TimerBaseAddr) && BUS_WE)
    Interrupt_auto_Reset <= BUS_DATA[6];
  else if (BUS_ADDR == TimerBaseAddr)
    InterruptEnable_en <= 1;
  else
    InterruptEnable_en <= 0;
end
assign BUS_DATA = InterruptEnable_en ? {InterruptEnable, Interrupt_auto_Reset , 6'b00_0000} : 8'hZZ;
clk_divider #(
  .divider 	(9)  
)fixed_clk_divider(
  .CLK         	(CLK), 
  .RESET       	(RESET),
  .divided_clk 	(clk_100k) 
);
reg [7:0] clk_divider_value;
always@(posedge CLK) begin
  if(RESET)
    clk_divider_value <= Initialclk_divider_value;
  else if((BUS_ADDR == TimerBaseAddr + 1) && BUS_WE)
    clk_divider_value <= BUS_DATA;
end
assign BUS_DATA = (BUS_ADDR == TimerBaseAddr + 1) ? clk_divider_value : 8'hZZ;
clk_divider_cfb timer_clk_divider( 
  .CLK(clk_100k),
  .RESET(RESET),
  .divider(clk_divider_value[4:0]),
  .divided_clk(clk_1k)
);
reg [7:0] InterruptRate;
always@(posedge CLK) begin
  if(RESET)
    InterruptRate <= InitialIterruptRate;
  else if((BUS_ADDR == TimerBaseAddr + 2) && BUS_WE)
    InterruptRate[7:0] <= BUS_DATA;
end
assign BUS_DATA = (BUS_ADDR == TimerBaseAddr + 2) ? InterruptRate : 8'hZZ;
reg [7:0] Timer_counter;
reg Interrupt;
always@(posedge clk_1k) begin
  if(RESET || ~InterruptEnable) begin
    Timer_counter <= 0;
    Interrupt <= 1'b0;
  end
  else if (Timer_counter == InterruptRate) begin
    Interrupt <= 1'b1;
    if (Interrupt_auto_Reset)
      Timer_counter <= 0;
  end
  else begin
    Interrupt <= 1'b0;
    Timer_counter <= Timer_counter + 1'b1;
  end
end
assign BUS_DATA = (BUS_ADDR == TimerBaseAddr + 3) ? Timer_counter[7:0] : 8'hZZ;
assign BUS_INTERRUPT_RAISE = Interrupt;  
endmodule
```

## run.sh

```bash
#!/bin/bash
# OpenROAD 26Q1-2900-gdf79404cd8, Yosys 0.63+post, stock flow scripts
make -C /OpenROAD-flow-scripts/flow DESIGN_CONFIG=/design/flow/config.mk WORK_HOME=/design/flow/orfs finish
```

==> flow_summary.toml <==
# yosys + openroad results
[final_timing]
setup_ws_ns = 0.532
setup_viol = 0
period_needed_ns = 1.37
unclocked_pins = 3
untimed_endpoints = 4
finalHoldViolCount = 0
fmax_mhz = 731
skew_ns = 0.00334
finalMaxSlewViolations = 0
period_used_pct = 72.0
tns_ns = 0
rsz0062_at_grt = "false"

[synthesis]
top_area_share_pct = 48.8
ys_async_sr_fraction_pct = 0
yosysCellCount = 62
flop_cell = "dfxtp_1"
yosysUniqueCellTypes = 24
synth.most_common_cell = "dfxtp_1"
synth_area_um2 = 574
ys_seq_share_pct = 48.8
ys_warn_count = 38
yosys_register_bits = 14
yosys.area.top_type = "dfxtp_1"
topCellsByArea = "dfxtp_1 49%, buf_4 10%, nor2_1 3.9%"
synthCells = 62
edf_count = 0
syn_avg_cell_area_um2 = 9.26
ys_area_um2 = 574
common_cells = "14 x dfxtp_1, 8 x buf_4, 6 x nor2_1"

[worst_setup_path]
cp_slowest_cell = "dfxtp_1"
crit_path_end = "fixed_clk_divider.Counter[9]"
reg2reg_depth = 3
regToRegEndpoint = "fixed_clk_divider.Counter[9]"
reg2reg_setup_slack_ns = 0.53
cp-end-kind = "register"
critPathKind = "reg -> reg"
required_ns = 2.06
cp_slowest_stage_delay_ns = 0.44
path_depth = 3
cp-start-kind = "register"
worstPathArrival_ns = 1.53
path_cells = "nand3_2 -> nor4_1 -> mux2_2"
crit_path_start = "fixed_clk_divider.Counter[2]"
rr_startpoint = "fixed_clk_divider.Counter[2]"
crit_buf_inv = 0
worstPathMaxFanout = 5
critical-path-top-delay-family = "simple AND/OR/NAND/NOR gates"

[placed_design]
gp_congestion = 0.761
dp_slack_ns = 0.346
placed_area_um2 = 618
numPortBuffers = 2
dp.cells = 108
dp_hpwl_um = 650

[clock_network]
ctsResizeCount = 0
cts_setup_buffers = 0
cts_buffers = 3
htreeDepth = 1
clk_transition_reported_paths_ns = 0.07
cts-root-buf = "clkbuf_4"
ctsHoldBuffers = 0
clockBufferDepth = 2
cts_tree = "done"
insertion_delay_ns = 0.26

[power_and_ir_drop]
power_density_nw_per_um2 = 648
leakage_uw = 0.000230
max-vdd-ir-drop_mv = 0.408

[detailed_routing]
first_iter_violations = 10
drc = 0
vias = 371
wire_per_inst_um = 7.61
wl_um = 852
antenna_cells = 0
viasPerCell = 3.31
drtAntennaViolNets = 0
drt_pass1_iterations = 3

[run]
drv_cap = 0
warnings = 34

[final_layout]
flop_area_um2 = 280
area_delta_synth_final_pct = 12.2
fin_area_um2 = 644
fill_cells = 389
drive_gt1_share_pct = 12.1
utilization_pct = 18.9
final-instance-count-excl-fill = 112
final-comb-area_um2 = 241

[run_status]
status = "finished clean"

[min_path]
hold_path.class = "reg -> reg"

[die]
die_y_um = 80
die_x_um = 80
die_area_um2 = 6400
rows = 21
core_area_um2 = 3420
boundaryPins = 20
initCoreUtil_pct = 16.8

[global_route]
gr-total-overflow = 0
grt_first_pass_wirelength_mm = 1.57
grt_max_degree = 11
grt_pass1_vias = 390
gr-usage-all-layers_pct = 2.94
antenna_found_initial = 0
==> metal layers <==
metal | track usage, % | wire (um)
met1 | 3.62 | 440
met2 | 4.33 | 342
met3 | 1.93 | 68
met4 | 0.352 | 0
met5 | 0 | 0
==> flip-flops by register name, indices dropped and copies added, names as in the netlist <==
| signal | cells |
|---|---|
| fixed_clk_divider.Counter | 10 |
| timer_clk_divider.Counter | 1 |
| Interrupt | 1 |
| fixed_clk_divider.divided_clk | 1 |
| timer_clk_divider.divided_clk | 1 |
==> worst min-delay path by stage <==
stage	start	endpoint	cells past startpoint
after CTS	fixed_clk_divider.Counter[0]	fixed_clk_divider.Counter[0]	1
after global routing	fixed_clk_divider.Counter[0]	fixed_clk_divider.Counter[0]	1
final	fixed_clk_divider.Counter[0]	fixed_clk_divider.Counter[0]	1
==> cells by family after synthesis <==
group           after synthesis  synth area share [%]
simple gates                 21                  19.8
fa+ha+maj                     1                  2.18
compound gates                8                  8.28
other cells                   2                  1.31
xor+xnor                      3                  4.58
buf+inv                      12                  13.1
mux                           1                  1.96
flops                        14                  48.8
==> stage by stage <==
| step | hold slack (ns) | total power, uW |
|---|---|---|
| 2_1_floorplan | 0.430 | 271 |
| 3_3_place_gp | 0.446 | 268 |
| 3_5_place_dp | 0.457 | 268 |
| 4_1_cts | 0.473 | 424 |
| 5_1_grt | 0.505 | 445 |
| 6_report | 0.471 | 418 |
==> power by group <==
| group | internal, uW | leakage, uW | total (uW) | switching, uW |
|---|---|---|---|---|
| Sequential | 236 | 0.000114 | 242 | 5.59 |
| Clock | 81.2 | 0.0000150 | 155 | 73.6 |
| Combinational | 9.78 | 0.000100 | 21.2 | 11.4 |
==> final cells by class <==
class                           instances  area share, %
Clock buffer                            4           4.08
Inverter                                3           1.75
Multi-Input combinational cell         42           37.5
Sequential cell                        14           43.5
Tap cell                               46           8.93
Timing Repair Buffer                    3           4.27
==> placed cells by master, fill, tap and decap left out <==
master / synthesis / layout
mux2_2: 1 / 1
xnor2_1: 1 / 1
nor2_1: 6 / 6
o211ai_1: 1 / 1
nor4_1: 1 / 1
nor2b_1: 3 / 3
or3_2: 1 / 1
nand4_1: 1 / 1
clkbuf_4: 0 / 3
nand3_2: 1 / 1
a21oi_1: 3 / 3
o31ai_1: 2 / 2
dfxtp_1: 14 / 14
xor2_1: 2 / 2
inv_1: 3 / 3
or2_2: 1 / 1
nand3_1: 3 / 3
clkdlybuf4s50_1: 0 / 2
nand2_1: 2 / 2
buf_4: 8 / 1
conb_1: 2 / 8
or3_1: 1 / 1
o21ai_0: 2 / 2
ha_1: 1 / 1
clkbuf_1: 1 / 1
or4_1: 1 / 1
No activity file was given, so power comes from the tool's default toggle rates.
